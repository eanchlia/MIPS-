`./run.sh`:
```
#!/bin/bash
# OpenROAD 26Q1-2900-gdf79404cd8, Yosys 0.63+post, stock flow scripts
make -C /OpenROAD-flow-scripts/flow DESIGN_CONFIG=/design/flow/config.mk WORK_HOME=/design/flow/orfs finish
```
`./config.mk`:
```
export PLATFORM = sky130hd
export DESIGN_NAME = RegisterFile
export DESIGN_NICKNAME = RegisterFile
export VERILOG_FILES = /design/flow/design.v
export SDC_FILE = /design/flow/constraint.sdc
export NUM_CORES = 4
export LEC_CHECK = 1
export CORE_UTILIZATION = 30
```
`./constraint.sdc`:
```
current_design RegisterFile

set clk_period 8.3
set clk_io_pct 0.2

create_clock -name clk0 -period $clk_period [get_ports {Clk_40}]

set non_clock_inputs [all_inputs -no_clocks]
set_input_delay [expr $clk_period * $clk_io_pct] -clock clk0 $non_clock_inputs
set_output_delay [expr $clk_period * $clk_io_pct] -clock clk0 [all_outputs]
```
`./design.v`:
```
module RegisterFile(
	output reg [31:0] ReadData1_40,
	output reg [31:0] ReadData2_40,
	input [4:0] ReadRegister1_40,
	input [4:0] ReadRegister2_40,
	input [4:0] WriteRegister_40,
	input [31:0] WriteData_40,
	input RegWrite_40,
    input Clk_40
);
reg [31:0] Registers_40 [0:31];
initial
begin
    Registers_40[0] <= 32'h00000000;
    Registers_40[1] <= 32'h00000000;
    Registers_40[2] <= 32'h00000002;
    Registers_40[3] <= 32'h00000003;
    Registers_40[4] <= 32'h00000004;
    Registers_40[5] <= 32'h00000005;
    Registers_40[6] <= 32'h00000006;
    Registers_40[7] <= 32'h00000007;
    Registers_40[8] <= 32'h00000000;
    Registers_40[9] <= 32'h00000000;
    Registers_40[10] <= 32'h00000000;
    Registers_40[11] <= 32'h00000000;
    Registers_40[12] <= 32'h00000000;
    Registers_40[13] <= 32'h00000000;
    Registers_40[14] <= 32'h00000000;
    Registers_40[15] <= 32'h00000000;
    Registers_40[16] <= 32'h00000000;
    Registers_40[17] <= 32'h00000000;
    Registers_40[18] <= 32'h00000000;
    Registers_40[19] <= 32'h00000000;
    Registers_40[20] <= 32'h00000000;
    Registers_40[21] <= 32'h00000000;
    Registers_40[22] <= 32'h00000000;
    Registers_40[23] <= 32'h00000000;
    Registers_40[24] <= 32'h00000000;
    Registers_40[25] <= 32'h00000000;
    Registers_40[29] <= 32'd252;  
    Registers_40[31] <= 32'b0;
end
always @(posedge Clk_40)
begin
    if (RegWrite_40 == 1)
    begin
        Registers_40[WriteRegister_40] <= WriteData_40;
    end
end
always @(negedge Clk_40)
begin
    ReadData1_40 <= Registers_40[ReadRegister1_40];
    ReadData2_40 <= Registers_40[ReadRegister2_40];
end
endmodule
```
==> results_dict.tcl <==
# place-and-route summary
set metrics [dict create \
    overflow 0 \
    post_cts_buffers 0 \
    ys_cells 3451 \
    drtIter0Drc 2287 \
    hold_buffers 0 \
    top_area_share_pct 61.4 \
    routed_via_density 5.31 \
    wire_per_inst_um 26.7 \
    place_congestion 0.868 \
    ir_worst_vdd_v 0.000170 \
    cp_cell_sequence "clkdlybuf4s50_1" \
    hp-start "WriteData_40[5]" \
    power_density_mw_per_mm2 211 \
    area_leaders "edfxtp_1 (61%), mux2i_1 (20%), a22oi_1 (2.9%)" \
    initial_core_util_pct 30.3 \
    cts_sinks 1088 \
    yosysChipArea_mm2 0.0501 \
    r2r_end "ReadData1_40[1]" \
    io_pins 113 \
    yosysUniqueCellTypes 25 \
    cp_num_buf_inv 1 \
    setup.worst_path.start "ReadData2_40[7]" \
    synth_seq_share_pct 64.0 \
    antenna_found_initial 11 \
    arrival_ns 5.89 \
    cts_tree "yes" \
    finalSetupViolCount 0 \
    drv_slew 0 \
    start_kind "flop" \
    power_leakage_nw 21.7 \
    end_kind "output port" \
    yosys.area.top_type "edfxtp_1" \
    warnings 90 \
    critical_path_class "flop to output port" \
    clock_latency_ns 0.70 \
    syn_area_mm2 0.0501 \
    design_area_mm2 0.0587 \
    first_global_vias 32811 \
    hold_viol 0 \
    ff2ff_path_depth 5 \
    yosysWarningCount 1 \
    drtPass1Iterations 22 \
    ant_nets 0 \
    path_depth 1 \
    grtUsageTotal_pct 19.7 \
    slowest_delay_ns 0.54 \
    syn_to_final_growth_pct 17.3 \
    ys_ff 1088 \
    clock_skew_ns 0.0240 \
    core_mm2 0.165 \
    hpwl_mm 91.6 \
    chipArea_mm2 0.169 \
    place_area_mm2 0.0548 \
    min_to "Registers_40[19][5]" \
    drc 0 \
    critPathSlowestCell "clkdlybuf4s50_1" \
    syn_inst 3451 \
    path_delay_family "buffers and inverters" \
    vias 31654 \
    h-tree-depth 3 \
    ctsRootBufferMaster "clkbuf_16" \
    critPathMaxFanout 1 \
    hold_class "input pin to flop" \
    r2r_slack_ns 2.73 \
    die_y_um 411 \
    layout_top_cells "edfxtp_1 (1024), mux2i_1 (1024), nand3_1 (194), nand2_1 (193)" \
    routed_wl_mm 159 \
    drive_gt1_share_pct 10.6 \
    io_buffers 112 \
    syn_avg_cell_area_um2 14.5 \
    grt_pass1_wl_mm 226 \
    outcome "finished clean" \
    r2r-start "Registers_40[0][1]" \
    cts.clk_slew.worst_paths_ns 0.06 \
    setup-tns-final_ns 0 \
    slew_headroom_pct 37.5 \
    worst-slew-pin-transition_ns 0.935 \
    worstPathRequired_ns 6.64 \
    holdPathStages 2 \
    clockBufferDepth 3 \
    row_count 149 \
    rsz0062_at_grt "false" \
    grt_max_degree 66 \
    cts_buffers 114 \
    cap_viol_max_count 0 \
    cts_resized 0 \
    chipWidth_um 411 \
]
## where the power goes
part	leakage, nW	total, mW	internal (mW)	switching (mW)
clock	2.17	5.11	2.95	2.16
combinational	9.72	1.07	0.442	0.630
sequential	9.76	6.18	6.11	0.0753
## per-stage QoR
stage               cells  hold WS [ns]  power [mW]  worst slack, ns  util [%]
detailed placement   5684          2.50        7.42            0.229      33.1
global placement     5684          2.49        7.42            0.231      33.1
CTS                  5963          1.75        12.4            0.671      35.5
global route         5963          1.79        12.8            0.615      35.5
floorplan            3451          1.76        6.89             1.29         -
finish               5966          1.78        12.4            0.750      35.5
## synth_stat cells
library cell,n
a31oi_1,64
nor2b_1,4
nand3_1,194
and2_1,2
buf_6,45
edfxtp_1,1024
buf_4,47
nor2_1,35
clkbuf_4,4
dfxtp_1,64
nand3b_1,5
or3b_2,3
nand2_1,195
mux2i_1,1024
buf_1,4
buf_2,69
a22oi_1,192
nand2b_1,4
a21oi_1,192
a22o_1,128
or3_1,1
inv_1,1
or2_2,2
nor3_1,64
clkbuf_1,84
## logic make-up (layout without fill, tap and decap cells)
kind of cell / Yosys count / in the layout / synth area share, %
compound gates: 576 / 576 / 7.84
other cells: 0 / 3 / 0
flops: 1088 / 1088 / 64.0
mux: 1024 / 1024 / 20.5
simple gates: 509 / 509 / 4.59
buf+inv: 254 / 577 / 3.13
## worst max path at each step
stage,to,slack (ns)
4_1_cts,ReadData2_40[7],0.67
5_1_grt,ReadData2_40[7],0.62
6_report,ReadData2_40[7],0.75
## flip-flops by register name, summed over array words and instances, names as in the netlist
name and flops:
ReadData1_40 32, ReadData2_40 32, Registers_40 1024
## layout make-up
cell class / count / area (um^2)
Sequential cell: 1088 / 32000
Fill cell: 15385 / 107000
Clock buffer: 157 / 3270
Timing Repair Buffer: 297 / 3230
Multi-Input combinational cell: 2109 / 16800
Clock inverter: 123 / 652
Tap cell: 2189 / 2740
Antenna cell: 3 / 7.51
## metal layers
layer	share of wire [%]	track usage [%]	vias up	routed length (um)
met1	37	24.5	15604	58900
met2	44	28.3	1731	69900
met3	17	14.3	238	26800
met4	2.2	3.90	28	3480
li1	-	-	14053	-
met5	0.22	1.07	-	351
No activity file was given, so power comes from the tool's default toggle rates.
