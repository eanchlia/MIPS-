===== design.v =====
module ProgramCounter(
    output reg [31:0]  PCResult,
    input [31:0] PCNext,
    input Reset,
    input Clk,
    input PCWrite
);
	initial begin
		PCResult <= 32'h00000000;
	end
    always @(posedge Clk)
    begin
    	if (Reset == 1)
    	begin
    		PCResult <= 32'h00000000;
    	end
    	else
    	begin
			if (PCWrite == 1) begin
				PCResult <= PCNext;
			end
    	end
    end
endmodule

===== run.sh =====
#!/bin/bash
# OpenROAD 26Q1-2900-gdf79404cd8, Yosys 0.63+post, stock flow scripts
make -C /OpenROAD-flow-scripts/flow DESIGN_CONFIG=/design/flow/config.mk WORK_HOME=/design/flow/orfs finish

===== config.mk =====
export PLATFORM = sky130hd
export DESIGN_NAME = ProgramCounter
export DESIGN_NICKNAME = ProgramCounter
export VERILOG_FILES = /design/flow/design.v
export SDC_FILE = /design/flow/constraint.sdc
export NUM_CORES = 4
export LEC_CHECK = 1
export CORE_UTILIZATION = 30

===== constraint.sdc =====
current_design ProgramCounter

set clk_period 1.0
set clk_io_pct 0.2

create_clock -name clk0 -period $clk_period [get_ports {Clk}]

set non_clock_inputs [all_inputs -no_clocks]
set_input_delay [expr $clk_period * $clk_io_pct] -clock clk0 $non_clock_inputs
set_output_delay [expr $clk_period * $clk_io_pct] -clock clk0 [all_outputs]

==> impl_metrics.yaml <==
# physical design summary
timing:
  unrepaired_setup_endpoints_after_global_routing: "false"
  timing.final.crit_period_ps: 970.4
  timing_hold_violations_final: 0
  post-route-period-util_pct: 97.04
  setup_viol: 0
  hold-worst-slack_ps: 419.6
  max-slew-margin-rel_pct: 89.96
  maxSlewViolCount: 0
  clock_skew_ps: 0
  setup_total_negative_slack_ps: 0
  tightestPinTransition_ps: 146.4
  max_clock_freq_mhz: 1031
synthesis:
  synthesis.area_per_instance_um2: 11.30
  yosys.stat.chipArea_um2: 1164
  synth.yosys.seq_area_share_pct: 55.05
  yosys.cell_types.count: 6
  post_synthesis_instance_area_um2: 1164
  ys_warn_count: 1
  number_of_standard_cells_after_synthesis: 103
  ys_cells: 103
  ys_seq_elements: 32
worst_setup_path:
  timing.critical_path.fanout_max: 2
  cpLargestDelayFamily: "flip-flops"
  arrival_ps: 770
  crit_path_cell_trace: "clkdlybuf4s15_1"
  crit_path_start_kind: "flip-flop"
  cpPeakStageDelay_ps: 320
  critical_path_class: "flip-flop to output pin"
  critical_path.endpoint_type: "output pin"
  critPathSlowestCell: "sky130_fd_sc_hd__dfxtp_2"
  worst_ep_required_time_ps: 800
  worst-path-buf-inv: 1
layout:
  biggestRegsByFlops: "PCResult (32)"
  layout-drive-gt1-share_pct: 35.84
  area.growth.synth_to_final_pct: 62.15
  largest_register_ffs: 32
  largest_register: "PCResult"
  final_cell_area_um2: 1887
  finalNonFillerCells: 221
routing:
  detail_route.iter0.violations: 48
  post-route-drc-count: 0
  routed_via_density: 4.226
  post_drt_wl_per_cell_um: 10.89
  detail-route-antenna-nets: 0
  route.vias.total: 934
  dr.pass1.iters: 4
  postRouteWirelength_um: 2407
  diodes: 0
cts:
  clk_pin_slew_worst_paths_ps: 60
  cts-htree-levels: 2
  holdBufCountCts: 0
  cts_sinks: 32
  clock_tree_from_tritoncts: "yes"
  cts_buffer_depth: 2
  worstSkewPairLatency_ps: 270
  cts_buffers: 5
  postCtsSetupRepairBufs: 0
  cts_root_buffer: "sky130_fd_sc_hd__clkbuf_8"
placement:
  place.detailed.hpwl_um: 1721
  place_congestion: 0.6710
  numPortBuffers: 66
  dpl-instance-area_um2: 1857
  place_inst: 213
global_route:
  grt_overflow_total: 0
  grt_first_pass_wirelength_um: 3939
  via_count_of_the_first_global_routing_pass: 907
  groute.usage.overall_pct: 12.42
  number_of_antenna_violations_at_the_first_check_in_global_routing: 0
  largest_net_degree_at_the_start_of_global_routing: 33
die:
  chipHeight_um: 64.28
  die_w_um: 64.28
  floorplan_core_density_pct: 31.55
  placeableCoreArea_um2: 3689
  dieArea_um2: 4132
  design.portCount: 67
  row_count: 22
flow_run:
  drv_cap: 0
  number_of_warnings_in_the_stage_logs: 25
pwr:
  vdd_drop_max_mv: 0.8312
  switching_power_total_uw: 592.9
  power.combinational.fraction_pct: 14.0
  power_frac_clock_pct: 35.7
  p_sw_share_pct: 21.25
  cell_internal_power_dissipation_uw: 2197
  power.leakage_uw: 0.0008738
  seq_power_share_pct: 50.3
  power_per_cell_area_nw_per_um2: 1479
outcome:
  run_status: "finished, final reports clean"
min_path:
  min-delay-path-class: "input port to flip-flop"
==> power groups by stage <==
stage | Sequential (uW) | Clock [uW] | Combinational (uW)
final | 1400 | 997 | 390
after CTS | 1400 | 1030 | 423
after global routing | 1410 | 1100 | 429
==> placed cells by master (no fill, tap or decap) <==
master and count:
sky130_fd_sc_hd__buf_12 3, sky130_fd_sc_hd__clkbuf_8 6, sky130_fd_sc_hd__nor2_1 32, sky130_fd_sc_hd__mux2i_1 32, sky130_fd_sc_hd__dfxtp_2 32, sky130_fd_sc_hd__clkdlybuf4s15_1 12
sky130_fd_sc_hd__clkbuf_2 20, sky130_fd_sc_hd__buf_2 1, sky130_fd_sc_hd__clkdlybuf4s50_1 33, sky130_fd_sc_hd__clkbuf_1 2
==> cell usage after synthesis <==
cell type                   n  area (um^2)
sky130_fd_sc_hd__dfxtp_1   32        640.6
sky130_fd_sc_hd__clkbuf_1   3        11.26
sky130_fd_sc_hd__buf_6      1        11.26
sky130_fd_sc_hd__nor2_1    32        120.1
sky130_fd_sc_hd__mux2i_1   32        320.3
sky130_fd_sc_hd__buf_12     3        60.06
==> per-stage QoR <==
| step | setup WS [ps] | util, % | total power [uW] |
|---|---|---|---|
| floorplan | 207.3 | - | 1569 |
| global placement | -83.13 | 50.34 | 1862 |
| detailed placement | -98.58 | 50.34 | 1866 |
| CTS | 2.607 | 53.87 | 2860 |
| global route | 0.8706 | 51.15 | 2943 |
| finish | 29.65 | 51.15 | 2790 |
==> final timing paths <==
| path | startpoint | to | slack (ps) | cells past startpoint |
|---|---|---|---|---|
| worst max-delay path | PCResult[31] | PCResult[31] | 30 | 1 |
| worst min-delay path | PCWrite | PCResult[27] | 420 | 4 |
| worst max register to register | PCResult[16] | PCResult[16] | 390 | 2 |
| worst min register to register | PCResult[10] | PCResult[10] | 480 | 2 |
==> worst register-to-register path: stages, from the launching register on <==
cell and delay [ps]:
sky130_fd_sc_hd__dfxtp_2 310, sky130_fd_sc_hd__mux2i_1 140, sky130_fd_sc_hd__nor2_1 50
==> repair_timing <==
item / in CTS / in global routing
pin swaps: 0 / 0
hold endpoints to repair: 0 / 0
gates resized: 96 / 20
setup endpoints to repair: 32 / 20
==> cell type report <==
type | instances | area [um^2]
fillers | 341 | 1802
multi-input cells | 64 | 440.4
clock buffers | 8 | 90.09
repair buffers | 69 | 615.6
well taps | 48 | 60.06
flip-flops and latches | 32 | 680.7
==> cell families after synthesis <==
kind of cell	after synthesis	share of synthesized area, %
buffers and inverters	7	7.097
DFF	32	55.05
muxes	32	27.53
and+or+nand+nor	32	10.32
==> metal layers <==
metal | part of all wire [%] | up-vias | track usage, %
li1 | - | 476 | -
met5 | 0 | - | 0
met3 | 7.9 | 8 | 2.717
met2 | 43 | 42 | 18.42
met1 | 47 | 408 | 18.94
met4 | 2.4 | 0 | 2.778
Power figures rest on the tool's default switching activity, not on a simulated workload.
